## design/flow/config.mk

```make
export PLATFORM = sky130hd
export DESIGN_NAME = counter_44bit
export DESIGN_NICKNAME = counter_44bit
export VERILOG_FILES = /design/flow/design.v
export SDC_FILE = /design/flow/constraint.sdc
export NUM_CORES = 4
export LEC_CHECK = 1
export CORE_AREA = 10 10 70 70
export DIE_AREA = 0 0 80 80
```

## design/flow/constraint.sdc

```tcl
current_design counter_44bit

set clk_period 1.4
set clk_io_pct 0.2

create_clock -name clk0 -period $clk_period [get_ports {clk}]

set non_clock_inputs [all_inputs -no_clocks]
set_input_delay [expr $clk_period * $clk_io_pct] -clock clk0 $non_clock_inputs
set_output_delay [expr $clk_period * $clk_io_pct] -clock clk0 [all_outputs]
```

## design/flow/design.v

```verilog
module counter_44bit(
    input logic clk,
    input logic reset_n,
    input logic load,
    input logic [3:0] load_data,
    output logic [3:0] count
);
    logic [3:0] next_count;
    assign next_count = load ? (load_data) : (count + 1);
    always @(posedge clk, negedge reset_n)
    begin 
        if(!reset_n)
            count <= 0;
        else 
            count <= next_count;
    end
endmodule
```

## design/flow/run.sh

```bash
#!/bin/bash
# OpenROAD 26Q1-2900-gdf79404cd8, Yosys 0.63+post, stock flow scripts
make -C /OpenROAD-flow-scripts/flow DESIGN_CONFIG=/design/flow/config.mk WORK_HOME=/design/flow/orfs finish
```

==> run summary <==
clk ins delay skew pair = 240 ps
Via density = 2.14
most common library cells after synthesis = dfrtp_1 (4), nand2_1 (3), o21ai_0 (2)
final setup fails = 0
largest net degree at the start of global routing = 7
RR Startpoint = count[0]$_DFF_PN0_
largest area contributor in the netlist = dfrtp_1
critical path required time = 1120 ps
fillers = 398
Mapped Cells = 15
reg2reg end = count[1]$_DFF_PN0_
post-route cell area = 388 µm²
Biggest register = count
leak pwr = 0.000168 µW
Area growth, synth to finish = 125%
layout cell share with drive strength beyond 1 = 0.250
GRT overflow = 0
FFs w/ async S/R, synth = 1.00
vias = 167
power per cell area = 1040 nW/µm²
Final min period = 1340 ps
Final Max Tran Viols = 0
endpoint class of the critical path = primary output
setup TNS = 0 ps
ys cells = 15
Total Power = 402 µW
Initial DRC Count = 1
Clock Path Buffers = 2
Yosys cell types = 9
CTS H-tree lvls = 1
fraction of the cycle the final worst path needs = 0.961
Yosys Chip Area = 173 µm²
critical path launch point type = register
die footprint = 6400 µm²
initial antenna violation count = 0
# hold bufs at CTS = 0
top cell type's share of synthesized area = 0.580
Tool Warnings = 25
drt wl/cell = 8.14 µm
unrepaired setup endpoints after global routing = false
Antenna Cells = 0
Crit path max-delay family = buffers and inverters
Registers, synthesis = 4
I/O pins = 11
Yosys warning count = 1
die height = 80 µm
Seq/Total Area, Yosys = 0.580
Slew HR = 0.876
GP Congestion = 0.699
setup slack, reg-to-reg = 240 ps
global-route wire length before repair = 966 µm
crit-path cells = clkdlybuf4s50_1
status = finished, final reports clean
synthesized area per cell = 11.5 µm²
cell area after placement = 338 µm²
worst vdd ir = 467 µV
CTS tree = yes
final routed DRC violation total = 0
max_cap viols = 0
CP bufs+invs = 1
cell area after synthesis = 173 µm²
Top area cell types = dfrtp_1 (58%), ha_1 (7.2%), mux2_2 (6.5%), nand2_1 (6.5%), o21ai_0 (5.8%)
gr usage total = 0.0214
CTS sink cnt = 4
Clock Pin Slew Worst Setup and Hold Paths = 40 ps
maximum clock rate = 0.744 GHz
Max FO, Critical Path = 2
Worst Hold Class = in2async
DIE WIDTH = 80 µm
Synth top cell by count = dfrtp_1
Final Skew = 1.21 ps
Floorplan Utilization = 0.0505
DRT antenna net count = 0
largest registers = count: 4 flops
IO Port Bufs = 10
slowest CP cell = clkdlybuf4s50_1
number of global-route vias before repair = 177
WS Path Type = reg2out
CP max stage delay = 490 ps
CTS Buf Count = 3
# rows = 21
Detailed Place HPWL = 511 µm
Slew @ Worst Pin = 185 ps
max reg flops = 4
Crit path arrival time = 1060 ps
CORE AREA = 3420 µm²
Hold Vio Cnt, Final = 0
Commonest flop = dfrtp_1
Post-synth EDFFs = 0
WL final = 635 µm
number of detailed-route iterations in the first pass = 2
Worst R2R Path Depth = 3
WHS = 241 ps
root buf cell = clkbuf_4
final cells by class:
class                           instances  area [µm²]  share of cell area
Multi-Input combinational cell         11        72.6               0.187
Tap cell                               46        57.6               0.148
Sequential cell                         4         100               0.258
Clock buffer                            3        22.5              0.0581
Timing Repair Buffer                   14         135               0.348
logic make-up after synthesis:
group           after synthesis  share of synthesized area
fa+ha+maj                     1                     0.0725
flops                         4                      0.580
simple gates                  4                     0.0942
mux                           1                     0.0652
compound gates                3                     0.0869
xor+xnor                      2                      0.101
worst reg2reg max path: stages (launching register included):
cell,delay (ps)
dfrtp_1,370
buf_4,140
ha_1,280
mux2_2,250
layer usage:
metal / part of all wire / routed length, µm / global-route usage / vias to the layer above
met5: 0 / 0 / 0 / -
met4: 0 / 0 / 0.00176 / 0
met3: 0.17 / 105 / 0.0205 / 0
met2: 0.18 / 117 / 0.0161 / 14
met1: 0.65 / 411 / 0.0355 / 67
li1: - / - / - / 86
how the worst max path moves through the flow:
stage	to	cells after the start	start	slack (ps)
4_1_cts	count[3]	1	count[3]$_DFF_PN0_	9
5_1_grt	count[0]	1	count[0]$_DFF_PN0_	4
6_report	count[2]	1	count[2]$_DFF_PN0_	60
where the power goes:
part	internal, µW	switching (µW)	total, µW
combinational	76.7	33.2	110
clock	96.2	51.9	148
sequential	134	10.3	144
layout by cell type (no fill, tap or decap), drive strengths merged:
master         Yosys  layout
buf                0       4
clkbuf             0       3
clkdlybuf4s50      0       8
dfrtp              4       4
dlymetal6s2s       0       2
ha                 1       1
mux2               1       1
nand2              3       3
nand3              1       1
o21ai              3       3
xnor2              1       1
xor2               1       1
per-stage QoR:
step | util | worst slack (ps) | std cells
global placement | 0.0989 | 193 | 72
floorplan | - | 387 | 15
CTS | 0.110 | 8.59 | 77
detailed placement | 0.0989 | 178 | 72
finish | 0.114 | 55.3 | 78
global route | 0.114 | 4.28 | 78
what timing repair did:
item / 4_1_cts / 5_1_grt
gates resized: 0 / 2
buffers inserted: 2 / 1
pin swaps: 0 / 0
endpoints found under the setup margin: 2 / 2
Power figures rest on the tool's default switching activity, not on a simulated workload.
