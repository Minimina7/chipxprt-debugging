$ cat design.v
module addsub #(
    parameter n = 4
)(
    input logic M,
    input logic [n -1:0] A,
    input logic [n -1:0] B,
    output logic [n-1:0] S,
    output logic Cout
);
    logic [n-1:0] Bin;
    assign Bin = M ? ~B : B;
    assign {Cout, S} = A + Bin + M;
endmodule : addsub
module alu(
    input logic opcode,
    input logic [3:0]a,
    input logic [3:0]b,
    output logic [3:0] out,
    output logic carry
);
    addsub addsub_inst0 (
            .M(opcode),
            .A(a),
            .B(b),
            .S(out),
            .Cout(carry)
    );
endmodule 
module core(
    input logic clk, 
    input logic resetn,
    output logic [3:0] regA,
    output logic [3:0] regB,
    output logic [3:0] regO
);
logic [2:0] imm;
logic [3:0] pc;
logic pc_load;
assign  pc_load = J | (C & carryout);
counter_n_bit pc_inst(
    .clk(clk),
    .resetn(resetn),
    .load_data({'b0,imm}),
    .load(pc_load),
    .en(1'b1),   
    .count(pc)
);
logic [7:0] inst;
imem imem_inst(
    .addr(pc),
    .inst(inst)
);
logic J;
logic C;
logic [1:0] D;
logic Sreg;
logic S;
assign J = inst[7];
assign C = inst[6];
assign D = inst[5:4];
assign Sreg = inst[3];
assign imm = inst[2:0];
logic [3:0] enABo;  
decoder decoder_inst(
    .in(D),
    .out(enABo)
);
logic [3:0] regIn;
logic [3:0] AluOut;
mux2x11 mux1(
    .in1(AluOut),
    .in2({1'b0,imm}),
    .sel(~Sreg),
    .out(regIn)
);
register reg_A(
    .clk(clk),
    .resetn(resetn),
    .wen(enABo[0]),
    .D(regIn),
    .Q(regA)
);
register reg_B(
    .clk(clk),
    .resetn(resetn),
    .wen(enABo[1]),
    .D(regIn),
    .Q(regB)
);
register reg_O(
    .clk(clk),
    .resetn(resetn),
    .wen(enABo[2]),
    .D(regA),
    .Q(regO)
);
logic carry, carryout;
alu alu_inst(
    .opcode(imm[2]),
    .a(regA),
    .b(regB),
    .out(AluOut),
    .carry(carry)
);
register #(.n(1)) carry1(
    .clk(clk),
    .resetn(resetn),
    .wen(C),
    .D(carry),
    .Q(carryout)
);
endmodule : core
module counter_n_bit#(
    parameter n = 4
)(
    input logic clk,
    input logic resetn,
    input logic load,
    input logic en,
    input logic [n - 1: 0] load_data,
    output logic [n - 1: 0] count
);
    always_ff @(posedge clk, negedge resetn) begin 
        if(!resetn) count <= 0;
        else begin 
            if(load) count <= load_data;
            else if(en) count <= count + 1;
        end
    end
endmodule : counter_n_bit
module decoder#(
    parameter n = 2
)(
    input logic [n-1:0]in,
    output logic [(1 << n) - 1: 0]out
);
    always @(*)
    begin 
        case(in)
        0: out = 4'b0001;
        1: out = 4'b0010;
        2: out = 4'b0100;
        default: out = 4'b1000;
        endcase
    end
endmodule 
module imem#(
    parameter n = 4
)(
    input logic [3:0] addr,
    output logic [7:0] inst
);
    always @(*) begin 
        case(addr)  
        4'b0000 : inst = 8'b00001000; 
        4'b0001 : inst = 8'b00011001; 
        4'b0010 : inst = 8'b00100010;
        4'b0011 : inst = 8'b00010000; 
        4'b0100 : inst = 8'b01110000; 
        4'b0101 : inst = 8'b00000000;
        4'b0110 : inst = 8'b00010100; 
        4'b0111 : inst = 8'b00000100; 
        4'b1000 : inst = 8'b10110010;
        default : inst = 8'b00110000;   
        endcase
    end
endmodule : imem
module mux2x11#(
    parameter n =4
)(
    input logic [n-1:0] in1,
    input logic [n-1:0] in2,
    input logic sel,
    output logic [n-1:0] out
);
    assign out = sel? in1 : in2;
endmodule : mux2x11
module register#(
    parameter n = 4
)(
    input logic clk,
    input logic resetn,
    input logic wen,
    input logic [n-1:0]D,
    output logic [n-1:0]Q
);
    always @(posedge clk, negedge resetn)
    begin 
        if(~resetn) Q <= 0;
        else if(wen) Q <= D;
    end
endmodule : register
$ cat run.sh
#!/bin/bash
# OpenROAD 26Q1-2900-gdf79404cd8, Yosys 0.63+post, stock flow scripts
make -C /OpenROAD-flow-scripts/flow DESIGN_CONFIG=/design/flow/config.mk WORK_HOME=/design/flow/orfs finish
$ cat config.mk
export PLATFORM = sky130hd
export DESIGN_NAME = core
export DESIGN_NICKNAME = core
export VERILOG_FILES = /design/flow/design.v
export SDC_FILE = /design/flow/constraint.sdc
export NUM_CORES = 4
export LEC_CHECK = 1
export CORE_AREA = 10 10 83 83
export DIE_AREA = 0 0 93 93
$ cat constraint.sdc
current_design core

set clk_period 4.1
set clk_io_pct 0.2

create_clock -name clk0 -period $clk_period [get_ports {clk}]

set non_clock_inputs [all_inputs -no_clocks]
set_input_delay [expr $clk_period * $clk_io_pct] -clock clk0 $non_clock_inputs
set_output_delay [expr $clk_period * $clk_io_pct] -clock clk0 [all_outputs]
==> run summary <==
Status - finished clean
Leak Pwr - 0.544 nW
Worst EP arrival - 2.54 ns
Die H - 93 um
H-Tree Depth - 1
Post-Syn Area - 1030 um^2
Fin crit period - 2.43 ns
Core Area - 5140 um^2
Setup_tns - 0 ns
Critical path required time - 4.21 ns
Vias after detailed routing - 776
Sink Count - 17
Most instantiated logic cell after routing - dfrtp_1
Chip area in the Yosys report - 1030 um^2
Drt first pass iters - 4
Worst reg2reg path startpoint - pc_inst.count[2]
Yosys cell types - 31
WL final - 2190 um
Routed vias/inst - 4.22
Worst reg2reg endpoint - reg_A.Q[3]
Antenna violations before repair - 0
WL per Instance - 11.9 um
Final setup violation count - 0
Clock Skews - 0.00278 ns
Power Density - 229 nW/um^2
Startpoint type of the worst setup path - flip-flop
CTS tree - built
Worst slew pin tran - 0.562 ns
Die width - 93 um
Final instance area - 1290 um^2
Syn Area/Cell - 10.4 um^2
DRT antenna net count - 0
Endpoints failing hold - 0
Row count - 26
Top Ports - 14
Post-CTS setup buffers - 0
Post-DP Area - 1240 um^2
DR iter-0 viols - 37
Fin crit share - 59.3%
Antenna cells - 0
WHS Path Cells - 1
Yosys warns - 5
Pins Over Slew Limit - 0
Reg2Reg Depth - 8
Rel. slew slack - 62.3%
CTS buffer count - 3
Share of cells above drive strength 1 - 16.7%
Routability cong. - 0.801
Pin count of the biggest net entering global routing - 18
Critical Path End Type - flip-flop
DP HPWL - 1600 um
DRC viols - 0
Total grt overflow - 0
Worst hold margin - 0.507 ns
Crit Path Max Fanout - 13
Max VDD drop - 87.2 uV
Most frequent cells in the layout - dfrtp_1, clkdlybuf4s50_1, nand2_1, mux2_2, ha_1
Worst skew pair latency - 0.25 ns
FP Util - 20.1%
RSZ-0062 raised after global routing - no
Kind of critical path - flip-flop to flip-flop
OpenROAD warnings - 28
Gr usage total - 5.18%
Hold Crit Class - flip-flop to flip-flop
Die ar. - 8650 um^2
Hold wc startpoint - reg_O.Q[2]
Seq/Total Area, Yosys - 41.2%
Max_cap viols - 0
Hold buffers post-CTS - 0
Root Buffer - clkbuf_8
Clock-pin slew on the worst setup and hold paths - 0.07 ns
Hold EP - reg_O.Q[2]
Post-Synthesis Cells - 99
Yosys Instances - 99
Port bufs - 13
Global-route wire length before repair - 3770 um
R2R Setup Slk - 1.67 ns
P&R area growth vs syn - 25.0%
FMAX - 0.412 GHz
Power, Total - 0.000296 W
Bufs on Longest Clock Path - 2
Vias in the first global route - 782
Ys flops - 17
Post_cts resized - 0
==> synth_stat cells <==
cell	count	share of area (%)
dfrtp_1	17	41
nor4b_1	2	1.7
buf_2	2	0.97
a2bb2oi_1	2	1.7
clkbuf_1	1	0.36
nand2_1	10	3.6
or3_1	1	0.61
xor2_1	1	0.85
inv_2	2	0.73
a21o_1	1	0.73
nor2_1	6	2.2
nor4bb_1	1	0.97
fa_1	1	1.9
o41a_4	1	2.1
nor2_2	1	0.61
nor3_2	1	0.97
xnor2_1	4	3.4
nand3_1	5	2.4
ha_1	7	8.5
a211o_1	1	0.85
a21oi_1	6	2.9
o2bb2ai_1	1	0.85
inv_1	3	1.1
mux2_2	7	7.6
or4_1	1	0.73
mux2_4	2	2.9
o221ai_1	1	0.85
o21ai_0	6	2.9
nor2b_1	1	0.61
o31ai_1	3	2.2
mux2i_1	1	0.97
==> critical path, stage by stage (launching register included) <==
cell and delay (ns):
dfrtp_1 0.56, nor2b_1 0.22, nand2_1 0.16, xnor2_1 0.30, ha_1 0.28, or3_1 0.35, o221ai_1 0.09, xor2_1 0.23
o31ai_1 0.10
==> cell type report <==
| class | count | area (um^2) |
|---|---|---|
| clock buffer | 3 | 41.3 |
| clock inverter | 1 | 5.00 |
| fill | 584 | 3850 |
| inverter | 5 | 18.8 |
| multi-input combinational | 74 | 574 |
| sequential | 17 | 425 |
| tap | 70 | 87.6 |
| timing repair buffer | 14 | 138 |
==> logic make-up (layout without fill, tap and decap cells) <==
logic type / count (synthesis) / in the layout / share of synthesized area (%)
muxes: 10 / 10 / 11.5
adders and majority gates: 8 / 8 / 10.4
and+or+nand+nor: 29 / 29 / 14.4
xor gates and xnor gates: 5 / 5 / 4.24
buffers and inverters: 8 / 23 / 3.15
AOI/OAI and AO/OA: 22 / 22 / 15.0
DFF: 17 / 17 / 41.2
==> registers in the layout, indices dropped and copies added, names as in the netlist <==
register and flops:
carry1.Q 1, pc_inst.count 4, reg_A.Q 4, reg_B.Q 4, reg_O.Q 4
==> metrics by stage <==
stage,util (%),setup WS [ns],cells
global placement,24.2,1.77,180
global route,25.1,1.48,184
floorplan,-,1.89,99
finish,25.1,1.67,184
CTS,25.1,1.70,184
detailed placement,24.2,1.73,180
==> per-layer routing <==
layer	track usage (%)	routed length (um)
met4	0.643	5
met2	8.06	1010
met5	0	0
met3	1.37	103
met1	7.27	1070
==> worst max-delay path by stage <==
stage / slack, ns / from / cells past startpoint / end
after CTS: 1.70 / pc_inst.count[2] / 8 / reg_A.Q[3]
after global routing: 1.48 / pc_inst.count[2] / 8 / reg_A.Q[3]
final: 1.67 / pc_inst.count[2] / 8 / reg_A.Q[3]
==> power by group <==
group,internal [W],switching (W),total [W]
registers,0.000168,0,0.000168
clock network,0.0000673,0.0000559,0.000123
logic,0.00000146,0.00000323,0.00000469
Power figures rest on the tool's default switching activity, not on a simulated workload.
